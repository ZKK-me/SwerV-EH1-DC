File: design/flow/design.v
module ram_32768x39
  ( input logic CLK,
    input logic [14:0] ADR,
    input logic [38:0] D,
    output logic [38:0] Q,
    input logic WE );
   reg [38:0]   ram_core [32767:0];
   always @(posedge CLK) begin
      if (WE) begin 
         ram_core[ADR] <= D; Q <= 'x; end else
           Q <= ram_core[ADR];
   end
endmodule  
module ram_16384x39
  ( input logic CLK,
    input logic [13:0] ADR,
    input logic [38:0] D,
    output logic [38:0] Q,
    input logic WE );
   reg [38:0]   ram_core [16383:0];
   always @(posedge CLK) begin
      if (WE) begin 
         ram_core[ADR] <= D; Q <= 'x; end else
           Q <= ram_core[ADR];
   end
endmodule  
module ram_8192x39
  ( input logic CLK,
    input logic [12:0] ADR,
    input logic [38:0] D,
    output logic [38:0] Q,
    input logic WE );
   reg [38:0]   ram_core [8191:0];
   always @(posedge CLK) begin
      if (WE) begin 
         ram_core[ADR] <= D; Q <= 'x; end else
           Q <= ram_core[ADR];
   end
endmodule  
module ram_4096x39
  ( input logic CLK,
    input logic [11:0] ADR,
    input logic [38:0] D,
    output logic [38:0] Q,
    input logic WE );
   reg [38:0]   ram_core [4095:0];
   always @(posedge CLK) begin
      if (WE) begin 
         ram_core[ADR] <= D; Q <= 'x; end else
           Q <= ram_core[ADR];
   end
endmodule  
module ram_3072x39
  ( input logic CLK,
    input logic [11:0] ADR,
    input logic [38:0] D,
    output logic [38:0] Q,
    input logic WE );
   reg [38:0]   ram_core [3071:0];
   always @(posedge CLK) begin
      if (WE) begin 
         ram_core[ADR] <= D; Q <= 'x; end else
           Q <= ram_core[ADR];
   end
endmodule  
module ram_2048x39
  ( input logic CLK,
    input logic [10:0] ADR,
    input logic [38:0] D,
    output logic [38:0] Q,
    input logic WE );
   reg [38:0]   ram_core [2047:0];
   always @(posedge CLK) begin
      if (WE) begin 
         ram_core[ADR] <= D; Q <= 'x; end else
           Q <= ram_core[ADR];
   end
endmodule  
module ram_1536x39      
  ( input logic CLK,
    input logic [10:0] ADR,
    input logic [38:0] D,
    output logic [38:0] Q,
    input logic WE );
   reg [38:0]   ram_core [1535:0];
   always @(posedge CLK) begin
      if (WE) begin 
         ram_core[ADR] <= D; Q <= 'x; end else
           Q <= ram_core[ADR];
   end
endmodule  
module ram_1024x39
  ( input logic CLK,
    input logic [9:0] ADR,
    input logic [38:0] D,
    output logic [38:0] Q,
    input logic WE );
   reg [38:0]   ram_core [1023:0];
   always @(posedge CLK) begin
      if (WE) begin 
         ram_core[ADR] <= D; Q <= 'x; end else
           Q <= ram_core[ADR];
   end
endmodule  
module ram_768x39
  ( input logic CLK,
    input logic [9:0] ADR,
    input logic [38:0] D,
    output logic [38:0] Q,
    input logic WE );
   reg [38:0]   ram_core [767:0];
   always @(posedge CLK) begin
      if (WE) begin 
         ram_core[ADR] <= D; Q <= 'x; end else
           Q <= ram_core[ADR];
   end
endmodule  
module ram_512x39
  ( input logic CLK,
    input logic [8:0] ADR,
    input logic [38:0] D,
    output logic [38:0] Q,
    input logic WE );
   reg [38:0]   ram_core [511:0];
   always @(posedge CLK) begin
      if (WE) begin 
         ram_core[ADR] <= D; Q <= 'x; end else
           Q <= ram_core[ADR];
   end
endmodule  
module ram_256x39
  ( input logic CLK,
    input logic [7:0] ADR,
    input logic [38:0] D,
    output logic [38:0] Q,
    input logic WE );
   reg [38:0]   ram_core [255:0];
   always @(posedge CLK) begin
      if (WE) begin 
         ram_core[ADR] <= D; Q <= 'x; end else
           Q <= ram_core[ADR];
   end
endmodule  
module ram_128x39
  ( input logic CLK,
    input logic [6:0] ADR,
    input logic [38:0] D,
    output logic [38:0] Q,
    input logic WE );
   reg [38:0]   ram_core [127:0];
   always @(posedge CLK) begin
      if (WE) begin 
         ram_core[ADR] <= D; Q <= 'x; end else
           Q <= ram_core[ADR];
   end
endmodule  
module ram_1024x20
  ( input logic CLK,
    input logic [9:0] ADR,
    input logic [19:0] D,
    output logic [19:0] Q,
    input logic WE );
   reg [19:0]   ram_core [1023:0];
   always @(posedge CLK) begin
      if (WE) begin 
         ram_core[ADR] <= D; Q <= 'x; end else
           Q <= ram_core[ADR];
   end
endmodule  
module ram_512x20
  ( input logic CLK,
    input logic [8:0] ADR,
    input logic [19:0] D,
    output logic [19:0] Q,
    input logic WE );
   reg [19:0]   ram_core [511:0];
   always @(posedge CLK) begin
      if (WE) begin 
         ram_core[ADR] <= D; Q <= 'x; end else
           Q <= ram_core[ADR];
   end
endmodule  
module ram_256x20
  ( input logic CLK,
    input logic [7:0] ADR,
    input logic [19:0] D,
    output logic [19:0] Q,
    input logic WE );
   reg [19:0]   ram_core [255:0];
   always @(posedge CLK) begin
      if (WE) begin 
         ram_core[ADR] <= D; Q <= 'x; end else
           Q <= ram_core[ADR];
   end
endmodule  
module ram_128x20
  ( input logic CLK,
    input logic [6:0] ADR,
    input logic [19:0] D,
    output logic [19:0] Q,
    input logic WE );
   reg [19:0]   ram_core [127:0];
   always @(posedge CLK) begin
      if (WE) begin 
         ram_core[ADR] <= D; Q <= 'x; end else
           Q <= ram_core[ADR];
   end
endmodule  
module ram_64x20
  ( input logic CLK,
    input logic [5:0] ADR,
    input logic [19:0] D,
    output logic [19:0] Q,
    input logic WE );
   reg [19:0]   ram_core [63:0];
   always @(posedge CLK) begin
      if (WE) begin 
         ram_core[ADR] <= D; Q <= 'x; end else
           Q <= ram_core[ADR];
   end
endmodule  
module ram_4096x34
  ( input logic CLK,
    input logic [11:0] ADR,
    input logic [33:0] D,
    output logic [33:0] Q,
    input logic WE );
   reg [33:0]   ram_core [4095:0];
   always @(posedge CLK) begin
      if (WE) begin 
         ram_core[ADR] <= D; Q <= 'x; end else
           Q <= ram_core[ADR];
   end
endmodule  
module ram_2048x34
  ( input logic CLK,
    input logic [10:0] ADR,
    input logic [33:0] D,
    output logic [33:0] Q,
    input logic WE );
   reg [33:0]   ram_core [2047:0];
   always @(posedge CLK) begin
      if (WE) begin 
         ram_core[ADR] <= D; Q <= 'x; end else
           Q <= ram_core[ADR];
   end
endmodule  
module ram_1024x34
  ( input logic CLK,
    input logic [9:0] ADR,
    input logic [33:0] D,
    output logic [33:0] Q,
    input logic WE );
   reg [33:0]   ram_core [1023:0];
   always @(posedge CLK) begin
      if (WE) begin 
         ram_core[ADR] <= D; Q <= 'x; end else
           Q <= ram_core[ADR];
   end
endmodule  
module ram_512x34
  ( input logic CLK,
    input logic [8:0] ADR,
    input logic [33:0] D,
    output logic [33:0] Q,
    input logic WE );
   reg [33:0]   ram_core [511:0];
   always @(posedge CLK) begin
      if (WE) begin 
         ram_core[ADR] <= D; Q <= 'x; end else
           Q <= ram_core[ADR];
   end
endmodule  
module ram_256x34
  ( input logic CLK,
    input logic [7:0] ADR,
    input logic [33:0] D,
    output logic [33:0] Q,
    input logic WE );
   reg [33:0]   ram_core [255:0];
   always @(posedge CLK) begin
      if (WE) begin 
         ram_core[ADR] <= D; Q <= 'x; end else
           Q <= ram_core[ADR];
   end
endmodule  
module ram_128x34
  ( input logic CLK,
    input logic [6:0] ADR,
    input logic [33:0] D,
    output logic [33:0] Q,
    input logic WE );
   reg [33:0]   ram_core [127:0];
   always @(posedge CLK) begin
      if (WE) begin 
         ram_core[ADR] <= D; Q <= 'x; end else
           Q <= ram_core[ADR];
   end
endmodule  
module ram_64x34
  ( input logic CLK,
    input logic [5:0] ADR,
    input logic [33:0] D,
    output logic [33:0] Q,
    input logic WE );
   reg [33:0]   ram_core [63:0];
   always @(posedge CLK) begin
      if (WE) begin 
         ram_core[ADR] <= D; Q <= 'x; end else
           Q <= ram_core[ADR];
   end
endmodule  
module ram_4096x42
  ( input logic CLK,
    input logic [11:0] ADR,
    input logic [41:0] D,
    output logic [41:0] Q,
    input logic WE );
   reg [41:0]   ram_core [4095:0];
   always @(posedge CLK) begin
      if (WE) begin 
         ram_core[ADR] <= D; Q <= 'x; end else
           Q <= ram_core[ADR];
   end
endmodule  
module ram_2048x42
  ( input logic CLK,
    input logic [10:0] ADR,
    input logic [41:0] D,
    output logic [41:0] Q,
    input logic WE );
   reg [41:0]   ram_core [2047:0];
   always @(posedge CLK) begin
      if (WE) begin 
         ram_core[ADR] <= D; Q <= 'x; end else
           Q <= ram_core[ADR];
   end
endmodule  
module ram_1024x42
  ( input logic CLK,
    input logic [9:0] ADR,
    input logic [41:0] D,
    output logic [41:0] Q,
    input logic WE );
   reg [41:0]   ram_core [1023:0];
   always @(posedge CLK) begin
      if (WE) begin 
         ram_core[ADR] <= D; Q <= 'x; end else
           Q <= ram_core[ADR];
   end
endmodule  
module ram_512x42
  ( input logic CLK,
    input logic [8:0] ADR,
    input logic [41:0] D,
    output logic [41:0] Q,
    input logic WE );
   reg [41:0]   ram_core [511:0];
   always @(posedge CLK) begin
      if (WE) begin 
         ram_core[ADR] <= D; Q <= 'x; end else
           Q <= ram_core[ADR];
   end
endmodule  
module ram_256x42
  ( input logic CLK,
    input logic [7:0] ADR,
    input logic [41:0] D,
    output logic [41:0] Q,
    input logic WE );
   reg [41:0]   ram_core [255:0];
   always @(posedge CLK) begin
      if (WE) begin 
         ram_core[ADR] <= D; Q <= 'x; end else
           Q <= ram_core[ADR];
   end
endmodule  
module ram_128x42
  ( input logic CLK,
    input logic [6:0] ADR,
    input logic [41:0] D,
    output logic [41:0] Q,
    input logic WE );
   reg [41:0]   ram_core [127:0];
   always @(posedge CLK) begin
      if (WE) begin 
         ram_core[ADR] <= D; Q <= 'x; end else
           Q <= ram_core[ADR];
   end
endmodule  
module ram_64x42
  ( input logic CLK,
    input logic [5:0] ADR,
    input logic [41:0] D,
    output logic [41:0] Q,
    input logic WE );
   reg [41:0]   ram_core [63:0];
   always @(posedge CLK) begin
      if (WE) begin 
         ram_core[ADR] <= D; Q <= 'x; end else
           Q <= ram_core[ADR];
   end
endmodule  
module ram_1024x21
  ( input logic CLK,
    input logic [9:0] ADR,
    input logic [20:0] D,
    output logic [20:0] Q,
    input logic WE );
   reg [20:0]   ram_core [1023:0];
   always @(posedge CLK) begin
      if (WE) begin 
         ram_core[ADR] <= D; Q <= 'x; end else
           Q <= ram_core[ADR];
   end
endmodule  
module ram_512x21
  ( input logic CLK,
    input logic [8:0] ADR,
    input logic [20:0] D,
    output logic [20:0] Q,
    input logic WE );
   reg [20:0]   ram_core [511:0];
   always @(posedge CLK) begin
      if (WE) begin 
         ram_core[ADR] <= D; Q <= 'x; end else
           Q <= ram_core[ADR];
   end
endmodule  
module ram_256x21
  ( input logic CLK,
    input logic [7:0] ADR,
    input logic [20:0] D,
    output logic [20:0] Q,
    input logic WE );
   reg [20:0]   ram_core [255:0];
   always @(posedge CLK) begin
      if (WE) begin 
         ram_core[ADR] <= D; Q <= 'x; end else
           Q <= ram_core[ADR];
   end
endmodule  
module ram_128x21
  ( input logic CLK,
    input logic [6:0] ADR,
    input logic [20:0] D,
    output logic [20:0] Q,
    input logic WE );
   reg [20:0]   ram_core [127:0];
   always @(posedge CLK) begin
      if (WE) begin 
         ram_core[ADR] <= D; Q <= 'x; end else
           Q <= ram_core[ADR];
   end
endmodule  
module ram_64x21
  ( input logic CLK,
    input logic [5:0] ADR,
    input logic [20:0] D,
    output logic [20:0] Q,
    input logic WE );
   reg [20:0]   ram_core [63:0];
   always @(posedge CLK) begin
      if (WE) begin 
         ram_core[ADR] <= D; Q <= 'x; end else
           Q <= ram_core[ADR];
   end
endmodule  
module ram_1024x25
  ( input logic CLK,
    input logic [9:0] ADR,
    input logic [24:0] D,
    output logic [24:0] Q,
    input logic WE );
   reg [24:0]   ram_core [1023:0];
   always @(posedge CLK) begin
      if (WE) begin 
         ram_core[ADR] <= D; Q <= 'x; end else
           Q <= ram_core[ADR];
   end
endmodule  
module ram_512x25
  ( input logic CLK,
    input logic [8:0] ADR,
    input logic [24:0] D,
    output logic [24:0] Q,
    input logic WE );
   reg [24:0]   ram_core [511:0];
   always @(posedge CLK) begin
      if (WE) begin 
         ram_core[ADR] <= D; Q <= 'x; end else
           Q <= ram_core[ADR];
   end
endmodule  
module ram_256x25
  ( input logic CLK,
    input logic [7:0] ADR,
    input logic [24:0] D,
    output logic [24:0] Q,
    input logic WE );
   reg [24:0]   ram_core [255:0];
   always @(posedge CLK) begin
      if (WE) begin 
         ram_core[ADR] <= D; Q <= 'x; end else
           Q <= ram_core[ADR];
   end
endmodule  
module ram_128x25
  ( input logic CLK,
    input logic [6:0] ADR,
    input logic [24:0] D,
    output logic [24:0] Q,
    input logic WE );
   reg [24:0]   ram_core [127:0];
   always @(posedge CLK) begin
      if (WE) begin 
         ram_core[ADR] <= D; Q <= 'x; end else
           Q <= ram_core[ADR];
   end
endmodule  
module ram_64x25
  ( input logic CLK,
    input logic [5:0] ADR,
    input logic [24:0] D,
    output logic [24:0] Q,
    input logic WE );
   reg [24:0]   ram_core [63:0];
   always @(posedge CLK) begin
      if (WE) begin 
         ram_core[ADR] <= D; Q <= 'x; end else
           Q <= ram_core[ADR];
   end
endmodule  
File: design/flow/run.sh
#!/bin/bash
# OpenROAD 26Q1-2900-gdf79404cd8, Yosys 0.63+post, stock flow scripts
make -C /OpenROAD-flow-scripts/flow DESIGN_CONFIG=/design/flow/config.mk WORK_HOME=/design/flow/orfs finish
File: design/flow/config.mk
export PLATFORM = sky130hd
export DESIGN_NAME = ram_1024x25
export DESIGN_NICKNAME = ram_1024x25
export VERILOG_FILES = /design/flow/design.v
export SDC_FILE = /design/flow/constraint.sdc
export NUM_CORES = 4
export LEC_CHECK = 1
export CORE_UTILIZATION = 40
export SYNTH_MEMORY_MAX_BITS = 65536
File: design/flow/constraint.sdc
current_design ram_1024x25

set clk_period 137.6
set clk_io_pct 0.2

create_clock -name clk0 -period $clk_period [get_ports {CLK}]

set non_clock_inputs [all_inputs -no_clocks]
set_input_delay [expr $clk_period * $clk_io_pct] -clock clk0 $non_clock_inputs
set_output_delay [expr $clk_period * $clk_io_pct] -clock clk0 [all_outputs]
==> impl_metrics.csv <==
group,metric,value,unit
synth,top_cells_by_count,"25.6k x edfxtp_1, 8937 x mux2i_1, 4003 x o22ai_1, 2051 x mux4_2, 1535 x nor2_1",
layout,share_of_final_layout_standard_cells_stronger_than_drive_strength_1,18.6,%
job,warning_count,41,
global_routing,grt_start_max_net_pins,109,
global_routing,wire_length_of_the_first_global_routing_pass,4100000,um
hold_path,worstHoldPathCells,5,
clocking,cts_buffers,2610,
critical_path,worst_path_max_delay_cell,"o2111ai_2",
die,row_count,573,
placed_design,gp_congestion,0.909,
die,ioPinCount,62,
clocking,cts_hold_buffers,0,
synth,yosys-stat-area,0.974,mm^2
critical_path,critPathMaxStageDelay,0.76,ns
power,power.total,16.1,mW
outcome,run_status,"complete, but fails checks",
placed_design,place.detailed.hpwl,1820000,um
critical_path,timing.critical_path.cells,"buf_16 -> buf_4 -> buf_4 -> buf_4 -> buf_4 -> buf_4 -> buf_4 -> buf_4 -> buf_4 -> buf_4 -> buf_12 -> buf_4 -> buf_4 -> mux2i_1 -> o22ai_1 -> nor3_1 -> o2111ai_1 -> nand3_1 -> o2111ai_2 -> or3_1",
timing,maxClockFrequency,0.0265,GHz
synth,ys_ff,25600,
critical_path,worstPathArrival,39.22,ns
critical_path,critical_path.most_common_cell,"buf_4",
power,power.ir.vdd_worst,0.0169,mV
power,power_density,14.4,mW/mm^2
global_routing,grt_usage,26.6,%
synth,synth-edff-count,25600,
timing,timing.final.hold_violations,0,
synth,synthFlopType,"edfxtp_1",
timing,slew_at_the_pin_closest_to_its_max_slew_limit,1.58,ns
die,fp.dieArea,2.44,mm^2
synth,ys_types,63,
route,remaining_drc_errors,0,
global_routing,global_route.overflow_total,0,
clocking,clock_latency,1.67,ns
clocking,cts.root.buffer_cell,"clkbuf_16",
die,die_w,1560,um
timing,timing.final.crit_period,37.69,ns
layout,flow.area_growth_from_synthesis,14.5,%
critical_path,r2r.worst_path.cells,9,
timing,hold-worst-slack,1.11,ns
die,floorplan.die.height,1560,um
critical_path,crit_path_max_fanout,82,
synth,syn_area_per_cell,19.9,um^2
timing,final.period_utilization,27.4,%
synth,ys_top_cells_by_area,"edfxtp_1 79%, mux2i_1 9.2%, mux4_2 4.7%",
route,drt-total-wl,2990000,um
job,max-cap-violations,2,
die,floorplanUtilization,40.1,%
timing,fin_skew,0.132,ns
timing,rsz0062_at_grt,"no",
synth,leading_area_contributor_after_synthesis,"edfxtp_1",
route,drt-pass1-iter-count,9,
layout,num-fill-cells,199000,
synth,synth.yosys.seq_area_share,79.0,%
clocking,cts.sinks,25600,
clocking,maximum_root_to_sink_buffer_count,6,
critical_path,critPathRequiredTime,139.13,ns
clocking,tritoncts_clock_tree,"done",
timing,postLayoutSetupSlackWorst,99.91,ns
synth,synth_stat.cells,49100,
die,core_region_area,2.43,mm^2
synth,synthesis.instances,49100,
critical_path,setup.reg_to_reg.worst_slack,132.16,ns
global_routing,first_global_vias,520000,
timing,relSlewSlack,-5.34,%
synth,synth_top_cell_by_count,"edfxtp_1",
synth,asyncSetResetFlopFracSynth,0,%
critical_path,critPathCaptureType,"flop",
route,first_iter_violations,35400,
clocking,h-tree-depth,8,
synth,post-synth-top-area-fraction,78.9,%
timing,fin_setup_tns,0,ns
clocking,ctsResizeCount,0,
power,leakage,367,nW
global_routing,grt_antenna_before_repair,222,
route,wl_per_cell,34.3,um
timing,final_max_slew_viol_count,28,
critical_path,critPathLaunchType,"input pin",
clocking,worst_setup_hold_path_clk_slew,0.06,ns
synth,syn_area,0.974,mm^2
placed_design,placement.setup.worst_slack,98.76,ns
layout,finish.instance_area,1.12,mm^2
synth,synth.yosys.warnings,1,
outcome,failed_checks,"antenna violations, max-capacitance violations, max-slew violations",
timing,setup_viol,0,
placed_design,port_buffers,61,
critical_path,timing_worst_setup_path_type,"input pin to flop",
route,vias_per_cell,5.70,
clocking,number_of_setup_buffers_added_after_cts,0,
hold_path,worst_hold_path_type,"flop to flop",
placed_design,place_area,1.03,mm^2
route,detail-route-antenna-nets,2,
route,via_count,497000,
## power by group
group          switching (mW)  internal, mW
Combinational           0.545         0.221
Sequential            0.00722          8.59
Clock                    2.98          3.75
Total                    3.53          12.6
## flip-flops by register name, indices dropped and copies added, names as in the netlist
name	count
ram_core	25600
Q	25
## final cells by class
cell class | count | area [um^2] | area share [%]
diodes | 571 | 1430 | 0.128
clock buffers | 3331 | 68800 | 6.17
clock inverters | 1336 | 11900 | 1.06
inverters | 5 | 28.8 | 0.00258
multi-input cells | 20500 | 196000 | 17.6
flip-flops and latches | 25600 | 769000 | 69.0
well taps | 32500 | 40600 | 3.64
repair buffers | 3433 | 27000 | 2.42
## metal layers
metal | vias to the layer above | global-route usage [%] | routed length [um]
li1 | 210000 | - | -
met1 | 249000 | 28.1 | 870000
met2 | 32600 | 36.7 | 1330000
met3 | 5811 | 23.8 | 611000
met4 | 305 | 11.9 | 175000
met5 | - | 2.76 | 8060
## placed cells by master (no fill, tap or decap), types with 152 or more instances in the layout
master and count:
nand3_1 186, clkbuf_16 2641, mux4_2 2051, nor3_1 187, diode_2 571, nor4_1 824
nor2_4 226, clkbuf_1 681, mux2i_1 8937, o21ai_0 331, a21oi_1 152, nor2_1 492
o22ai_1 4002, a22oi_1 781, nand2_1 481, clkinv_2 349, buf_4 3300, nor2_2 817
clkinv_1 657, edfxtp_1 25600
## path summary, 6_finish.rpt
path / startpoint / end
max: ADR[1] / Q[21]
min: ram_core[718][6] / Q[6]
max reg2reg: ram_core[335][9] / Q[9]
min reg2reg: ram_core[718][6] / Q[6]
## worst max-delay path: cells and delay by family
family	cells	cell delay, ns
simple gates	3	1.59
compound gates	3	1.22
mux	1	0.27
buf+inv	13	7.97
## cell families (layout without fill, tap and decap cells)
group	Yosys count	count (layout)	share of synthesized area, %
multiplexers	11000	11000	14.0
AND/OR/NAND/NOR	3636	3636	1.78
other	0	571	0
flip-flops	25600	25600	79.0
AND-OR/OR-AND	5814	5814	3.87
buffers and inverters	2970	8105	1.42
## per-stage QoR
stage          instances  utilization, %
2_1_floorplan      49100               -
3_3_place_gp       82000            42.5
3_5_place_dp       82000            42.5
4_1_cts            86700            45.8
5_1_grt            87000            45.8
6_report           87300            45.9
Power figures rest on the tool's default switching activity, not on a simulated workload.
